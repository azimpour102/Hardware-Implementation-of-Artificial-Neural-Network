**./design.v**
```verilog
module Buffer(input clk,write,writeloc, input [6:0]readloc,input [7:0]
  n1o,n2o,n3o,n4o,n5o,n6o,n7o,n8o,n9o,n10o, output reg[7:0]R);
  reg [7:0]no[0:19];
  always@(posedge clk) begin
    if(write == 1)begin
        no[writeloc*10]<=n1o;
        no[writeloc*10+1]<=n2o;
        no[writeloc*10+2]<=n3o;
        no[writeloc*10+3]<=n4o;
        no[writeloc*10+4]<=n5o;
        no[writeloc*10+5]<=n6o;
        no[writeloc*10+6]<=n7o;
        no[writeloc*10+7]<=n8o;
        no[writeloc*10+8]<=n9o;
        no[writeloc*10+9]<=n10o;
    end
  if(readloc==62)
    R<=8'd127;
  else if(readloc<62 && readloc>19)
    R<=8'b00000000;
  else
    R<=no[readloc];
  end
endmodule
```
**./run.sh**
```bash
#!/bin/bash
# OpenROAD 26Q1-2900-gdf79404cd8, Yosys 0.63+post, stock flow scripts
make -C /OpenROAD-flow-scripts/flow DESIGN_CONFIG=/design/flow/config.mk WORK_HOME=/design/flow/orfs finish
```
**./config.mk**
```make
export PLATFORM = sky130hd
export DESIGN_NAME = Buffer
export DESIGN_NICKNAME = Buffer
export VERILOG_FILES = /design/flow/design.v
export SDC_FILE = /design/flow/constraint.sdc
export NUM_CORES = 4
export LEC_CHECK = 1
export CORE_UTILIZATION = 40
```
**./constraint.sdc**
```tcl
current_design Buffer

set clk_period 10.9
set clk_io_pct 0.2

create_clock -name clk0 -period $clk_period [get_ports {clk}]

set non_clock_inputs [all_inputs -no_clocks]
set_input_delay [expr $clk_period * $clk_io_pct] -clock clk0 $non_clock_inputs
set_output_delay [expr $clk_period * $clk_io_pct] -clock clk0 [all_outputs]
```
==> impl_metrics.toml <==
# yosys + openroad results
[routing]
viasPerCell = 5.306
drc = 0
wl_per_cell_um = 17.98
drtIter0Drc = 290
drtPass1Iterations = 5
ant_nets = 0
n_antenna_cell = 0
drt-total-wl_um = 15750
vias = 4648

[synthesis]
edf_count = 160
syn_inst = 540
ys.flop_type = "edfxtp_1"
adder_share_pct = 0
yosys_cells = 540
top_area_cell = "edfxtp_1"
top_cells_by_count = "edfxtp_1, nand2_1, a21o_1"
ys_area_mm2 = 0.007619
async_flop_share_pct = 0
ys_seq_share_pct = 65.17
avgSynthCellArea_um2 = 14.11
synth_top_area_share_pct = 63.06
synthTopCellsByArea = "edfxtp_1, mux4_2, nand2_1, a21o_1, dfxtp_1"
ys.flops = 168
simple_gate_area_share_pct = 10.38
top_logic_kind = "multiplexers"
synth.distinct_cells = 38
yosysMostFrequentCell = "edfxtp_1"
xor_share_pct = 0
yosysWarnings = 1
aoi_share_pct = 9.739
mux_area_share_pct = 11.97
netlist_area_mm2 = 0.007619

[worst_setup_path]
arrival_ps = 4650
crit_buf_inv = 4
path_cells = "clkdlybuf4s50_1 -> nand2_1 -> buf_4 -> inv_4 -> buf_4 -> nand2_1 -> nand2_1"
path_class = "in -> reg"
cp.required_ps = 11180
cp_max_fo = 73
endpoint_kind = "register"
cpMaxStageDelayCell = "buf_4"
critPathMaxStageDelay_ps = 750
critical_path.top_delay_family = "buffers and inverters"
cpMostUsedCell = "nand2_1"
rrSetupSlack_ps = 9330
crit_path_start_kind = "primary input"

[global_routing]
grt_pass1_wl_um = 24880
grt_max_degree = 161
gr-total-overflow = 0
grt_antenna_before_repair = 0
grt_pass1_vias = 4725
globalRouteTotalUtil_pct = 18.17

[sta]
fin_skew_ps = 7.044
fin_tns_setup_ps = 0
hold_violations = 0
min_period_ps = 4374
tightest_slew_ps = 896.7
drv_slew = 0
fin_crit_sh_pct = 40.13
setup_viol_count_final = 0
slew_headroom_pct = 40.00
clock.fmax_ghz = 0.2286
rsz0062_at_grt = "no"

[clock_network]
post_cts_buffers = 0
root_buffer = "clkbuf_16"
cts.sinks = 168
cts_tree = "yes"
cts_hold_buf = 0
cts.repair.resized = 0
ctsHtreeMaxLevel = 4
cts_made_buffers = 17
clkSlewWorstSetupHoldPaths_ps = 60
clock.latency.late_pin_ps = 410
clock_path_buffers = 2

[run]
maxCapViolations = 0
tool_warnings = 27

[place]
place.gp.congestion = 0.8049
dp_hpwl_um = 9774
port-buffer-count = 97

[finish]
area_delta_synth_final_pct = 22.66
finish.utilization_pct = 49.96
fillers = 1533
drive_gt1_share_pct = 11.06

[floorplanning]
die_x_um = 140.0
chipHeight_um = 140.0
rows = 50
core_area_mm2 = 0.01871
fp-utilization_pct = 40.73
io_pins = 98
die_area_mm2 = 0.01960

[power]
p_leak_nw = 3.640
p_per_area_mw_per_mm2 = 165.0
ir_drop_uv = 102.2

[run_status]
run_status = "finished, final reports clean"

[min_path]
hold_path_class = "reg -> reg"
==> sequential cells by signal, indices dropped and copies added (netlist names) <==
signal  count
R           8
no        160
==> cells by family (layout without fill, tap and decap cells) <==
logic type | count (synthesis) | after routing
simple gates | 183 | 183
flops | 168 | 168
compound gates | 103 | 103
mux | 49 | 49
buf+inv | 37 | 139
==> layer usage <==
layer | GRT usage [%] | wire length [um]
met4 | 1.793 | 173
met1 | 27.96 | 6608
met5 | 0 | 0
met3 | 8.325 | 1658
met2 | 26.84 | 7314
==> area by class of cell <==
type | instances | area, um2 | share of cell area, %
Tap cell | 234 | 292.8 | 3.133
Timing Repair Buffer | 104 | 1026 | 10.98
Clock inverter | 9 | 125.1 | 1.339
Clock buffer | 21 | 460.4 | 4.927
Multi-Input combinational cell | 335 | 2452 | 26.24
Sequential cell | 168 | 4965 | 53.13
Inverter | 5 | 23.77 | 0.2544
==> worst min-delay path, delay by kind of cell (launching register included) <==
kind           cells  cell delay (ps)
AND-OR/OR-AND      2              180
flip-flops         1              310
multiplexers       1              220
==> cells in the final DEF (no fill, tap or decap), types with 2 or more instances in the layout <==
cell and n:
a21oi_1 19, edfxtp_1 160, bufinv_16 3, clkdlybuf4s50_1 95, mux2i_1 15, a22oi_1 6, clkbuf_8 2, nor2b_1 16
a21o_1 64, inv_1 3, nor2_1 2, buf_4 6, mux4_1 5, nand2_1 146, clkinv_2 3, mux4_2 27
nand2b_1 8, dfxtp_1 8, clkbuf_16 17, o21ai_1 2, o221ai_1 6, a31oi_1 2, inv_4 2, or3_1 2
mux2_2 2, clkbuf_1 2, buf_2 2
==> report_power, final <==
part / internal (mW) / total (mW) / switching, mW
registers: 0.765 / 0.777 / 0.0112
clock network: 0.368 / 0.595 / 0.227
logic: 0.0879 / 0.170 / 0.0820
==> path summary, 6_finish.rpt <==
check             cells after the start  startpoint        end
hold / removal                        3   no[12][4]       R[4]
hold reg to reg                       3   no[12][4]       R[4]
setup / recovery                      7    writeloc  no[16][2]
setup reg to reg                      4    no[3][7]       R[7]
==> metrics by stage <==
stage               setup WS [ps]  power, mW  std cells  area [um2]  hold WS, ps
floorplan                    5652     0.8864        540        7619        660.1
global placement             6145     0.9572        846        8760        742.6
detailed placement           6105     0.9606        846        8760        730.6
CTS                          6523      1.554        876        9345        752.6
global route                 6361      1.601        876        9345        777.8
finish                       6526      1.542        876        9345        744.4
Power and IR drop assume default switching activity.
