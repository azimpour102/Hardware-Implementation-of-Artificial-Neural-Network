--- ./design.v ---
module Mux3(input[7:0] a,b,c,input[1:0] s,output reg[7:0]w);
  always@(a,b,c)begin
    if(s==2'b00)
      w=a;
    else if(s==2'b01)
      w=b;
    else
      w=c;
  end 
endmodule
--- ./run.sh ---
#!/bin/bash
# OpenROAD 26Q1-2900-gdf79404cd8, Yosys 0.63+post, stock flow scripts
make -C /OpenROAD-flow-scripts/flow DESIGN_CONFIG=/design/flow/config.mk WORK_HOME=/design/flow/orfs finish
--- ./config.mk ---
export PLATFORM = sky130hd
export DESIGN_NAME = Mux3
export DESIGN_NICKNAME = Mux3
export VERILOG_FILES = /design/flow/design.v
export SDC_FILE = /design/flow/constraint.sdc
export NUM_CORES = 4
export LEC_CHECK = 1
export CORE_AREA = 10 10 70 70
export DIE_AREA = 0 0 80 80
--- ./constraint.sdc ---
current_design Mux3

set clk_period 1.3
set clk_io_pct 0.2

create_clock -name clk0 -period $clk_period

set non_clock_inputs [all_inputs -no_clocks]
set_input_delay [expr $clk_period * $clk_io_pct] -clock clk0 $non_clock_inputs
set_output_delay [expr $clk_period * $clk_io_pct] -clock clk0 [all_outputs]
==> flow_metrics.py <==
# Physical implementation metrics
metrics = {
    "sta": {
        "fin_crit_sh_pct": 97.1,
        "period_needed_ns": 1.26,
        "worst_pin_slew_ns": 0.134,
        "rsz0062_at_grt": "no",
        "slew_headroom_pct": 90.8,
        "max_freq_ghz": 0.792,
        "report.final.slew_viol_count": 0,
        "final-setup-viol-count": 0,
        "holdWs_ns": 0.871,
        "hold_viol": 0,
    },
    "global_route": {
        "grt_max_degree": 7,
        "grt_usage_pct": 3.12,
        "grt_pass1_wl_um": 1620,
        "grt_antenna_before_repair": 0,
        "first_global_vias": 295,
        "grt_overflow": 0,
    },
    "routing": {
        "dr.pass1.iters": 2,
        "wl_um": 1170,
        "drc_errors": 0,
        "drtIter0Drc": 4,
        "wl_per_cell_um": 10.8,
        "antenna_cells": 0,
        "final_antenna_net_count": 0,
        "vias_per_cell": 2.95,
        "num_vias": 322,
    },
    "synth": {
        "syn_avg_cell_area_um2": 6.64,
        "netlist_area_um2": 173,
        "synth_top_area_share_pct": 46.4,
        "yosysWarnings": 1,
        "top_area_cell": "mux2i_1",
        "synth.area.top_cells": "mux2i_1, o21ai_1, nand2_1",
        "ys_cells": 26,
        "synthCells": 26,
        "yosysSeqAreaShare_pct": 0,
        "ys_types": 4,
        "yosys_area_um2": 173,
    },
    "run": {
        "max-cap-violations": 0,
        "warning_count": 32,
    },
    "critical_path": {
        "start_kind": "input pin",
        "crit_arrival_ns": 1.00,
        "critical_path_class": "input pin to primary output",
        "crit_path_start": "b[4]",
        "critPathRequiredTime_ns": 1.04,
        "end_kind": "primary output",
        "critPathMaxFanout": 1,
    },
    "floorplan": {
        "die_area_mm2": 0.00640,
        "die_y_um": 80,
        "core_area_mm2": 0.00342,
        "io_pins": 34,
        "initCoreUtil_pct": 5.05,
        "die_width_um": 80,
        "rows": 21,
    },
    "power_and_ir_drop": {
        "peakVddDrop_mv": 0.0272,
        "power_density_mw_per_mm2": 265,
        "p_leak_nw": 0.280,
    },
    "cts": {
        "hold_buffers": 0,
        "cts_setup_buffers": 0,
    },
    "finish": {
        "layout.cells.most_common": "clkdlybuf4s50_1",
        "flop_area_um2": 0,
        "layout_top_cells": "clkdlybuf4s50_1, mux2i_1, nand2_1, o21ai_1, buf_2",
        "layout.cells.non_filler": 109,
        "drive_gt1_share_pct": 22.2,
        "nClkBuffers": 0,
        "fill_cells": 390,
        "seq_cells": 0,
        "syn2layout_area_growth_pct": 227,
        "postLayoutCoreUtil_pct": 16.5,
    },
    "place": {
        "io_buffers": 34,
        "place.gp.congestion": 0.820,
        "placedCellCount": 108,
        "dpl.hpwl_um": 1000,
    },
    "outcome": {
        "status": "finished, final reports clean",
    },
    "hold_path": {
        "min_path_cells": 4,
        "hold_class": "input pin to primary output",
        "hp-start": "b[3]",
    },
}
critical path: stages:
cell and delay [ns]:
clkdlybuf4s50_1 0.45, mux2i_1 0.06, o21ai_1 0.12, buf_2 0.11
cell usage after synthesis:
cell type	n
buf_6	2
nand2_1	8
o21ai_1	8
mux2i_1	8
through the flow:
stage          instance area, µm²  setup slack, ns  total power, mW  TNS (ns)
5_1_grt                       564          0.00620            0.164         0
4_1_cts                       554           0.0212            0.155         0
2_1_floorplan                 173            0.440           0.0400         0
3_3_place_gp                  578           -0.550            0.169     -4.24
6_report                      564           0.0372            0.150         0
3_5_place_dp                  578           -0.552            0.172     -4.27
logic make-up after synthesis:
family                 after synthesis  share of synthesized area [%]
AND-OR/OR-AND                        8                           23.2
multiplexers                         8                           46.4
AND/OR/NAND/NOR                      8                           17.4
buffers and inverters                2                           13.0
repair_timing:
item                                    in CTS  in global routing
resized                                     34                  4
pin swaps                                    4                  4
gates cloned                                 1                  0
endpoints found under the setup margin       8                  5
per-layer routing:
layer  GRT usage (%)  wire length, µm  part of all wire (%)
met5               0                0                     0
met4               0                0                     0
met3            1.25              172                    15
met2            4.65              457                    39
met1            4.35              544                    46
cell type report:
class / instances / area (µm²) / share of cell area, %
repair buffers: 39 / 357 / 63.2
well taps: 46 / 57.6 / 10.2
multi-input cells: 24 / 150 / 26.6
report_power, final:
| group | total (mW) | switching, mW | internal [mW] | leakage [nW] |
|---|---|---|---|---|
| Sequential | 0 | 0 | 0 | 0 |
| Combinational | 0.150 | 0.0422 | 0.107 | 0.280 |
| Clock | 0 | 0 | 0 | 0 |
final timing paths:
path	endpoint
min	w[3]
max	w[4]
Power figures rest on the tool's default switching activity, not on a simulated workload.
