<file path="config.mk">
export PLATFORM = sky130hd
export DESIGN_NAME = Softmax
export DESIGN_NICKNAME = Softmax
export VERILOG_FILES = /design/flow/design.v
export SDC_FILE = /design/flow/constraint.sdc
export NUM_CORES = 4
export LEC_CHECK = 1
export CORE_UTILIZATION = 30
</file>
<file path="constraint.sdc">
current_design Softmax

set clk_period 10.8
set clk_io_pct 0.2

create_clock -name clk0 -period $clk_period

set non_clock_inputs [all_inputs -no_clocks]
set_input_delay [expr $clk_period * $clk_io_pct] -clock clk0 $non_clock_inputs
set_output_delay [expr $clk_period * $clk_io_pct] -clock clk0 [all_outputs]
</file>
<file path="design.v">
module Max(input [7:0]a,b,input [3:0]ia,ib,output reg [3:0]c,output reg [7:0]d);
  always@(a,b)begin
    if(a>=b)begin
      c=ia;
      d=a;
    end
    else begin
      c=ib;
      d=b;
    end
  end
endmodule
module Softmax(input [7:0]ins0,ins1,ins2,ins3,ins4,ins5,ins6,ins7,ins8,ins9,output [3:0]w);
  wire [3:0]___w[0:5];
  wire [7:0]_ins[0:8];
  Max m0(ins0,ins1,4'd0,4'd1,___w[0],_ins[0]);
  Max m1(ins2,ins3,4'd2,4'd3,___w[1],_ins[1]);
  Max m2(ins4,ins5,4'd4,4'd5,___w[2],_ins[2]);
  Max m3(ins6,ins7,4'd6,4'd7,___w[3],_ins[3]);
  Max m4(ins8,ins9,4'd8,4'd9,___w[4],_ins[4]);
  Max m5(_ins[4],_ins[3],___w[4],___w[3],___w[5],_ins[5]);
  wire [3:0]__w[0:1];
  Max m6(_ins[0],_ins[1],___w[0],___w[1],__w[0],_ins[6]);
  Max m7(_ins[2],_ins[5],___w[2],___w[5],__w[1],_ins[7]);
  Max m8(_ins[6],_ins[7],__w[0],__w[1],w,_ins[8]);
endmodule
</file>
<file path="run.sh">
#!/bin/bash
# OpenROAD 26Q1-2900-gdf79404cd8, Yosys 0.63+post, stock flow scripts
make -C /OpenROAD-flow-scripts/flow DESIGN_CONFIG=/design/flow/config.mk WORK_HOME=/design/flow/orfs finish
</file>
==> run summary <==
The run has ended; figures from its reports follow.

The transition time recorded at the tightest slew-check pin is about 0.57 ns. The final timing report lists a max-slew violation count of 0. The type of the worst setup path is input pin to output pin. The sequential cell count came out at 0.

The min-delay analysis places its worst path in the category input pin to output pin. The cell count after synthesis came out at about 340. The number of library cell types mapped by synthesis came out at approximately 40. The vertical die dimension came out at roughly 94 um. The die extent in x came out at roughly 94 um. The arrival time of the worst setup path came out at roughly 8.5 ns. The total wirelength of the detailed-routed design is between 7000 and 8000 um. The area of the die is 0.00877 mm^2. During I/O placement, the number of pins put on the boundary was 84. The global route total overflow is 0. The number of clock buffer instances in the layout is 0. After detailed routing, the number of remaining DRC violations is 0. The sum of net half-perimeters after detailed placement came out at between 5000 and 6000 um. The final clock period utilization by the worst path came out at between 90% and 100%. The worst setup path is captured at an output pin. The cell count in the Yosys report came out at about 340. In this run the maximum-capacitance check reported violations numbering 0.

The synthesized area came out at about 0.0025 mm^2. The starting DRC count in detailed routing came out at just under 60. For this run, the number of Yosys warnings is 2. The share of post-route cells with drive strength above 1 is between 20 and 30%.

The register area share after synthesis came out at 0%. The synthesis-to-finish area growth is 72.6%. The final design instance area without fill is between 0.004 and 0.005 mm^2. The placeable core region came out at 0.00818 mm^2. The register area came out at 0 um^2. The total power came out at approximately 0.46 mW. The peak fanout along the critical path is 6. The via count came out at 2,817. The data required time at the worst endpoint is 8.64 ns. After detailed routing, the number of vias per cell comes to a little under 5. The end-of-flow core utilization came out at 53.2%. The routed length per placed instance came out at about 12 um. The number of warnings in the stage logs is 32. The initial antenna violation count is 0.

The leakage power summed over all cells is 2.21 nW. Per the slew report, the remaining headroom to the max-slew limit stands at 61.8%. Across all setup checks in the final design, the least slack found is roughly 0.17 ns. The last timing report of the flow puts the setup violation total at 0. The maximum vdd drop is between 60 and 70 uV. 0 antenna diodes ended up in the layout.

Counting endpoints that fail hold in the final report gives 0. The synthesized area per cell came out at approximately 7.5 um^2. Global routing used between 10% and 20% of the available tracks. Row generation in the floorplan step produced 33 rows. The via count of the first global-routing pass came out at about 2,500.

The clock period minus worst slack is roughly 11 ns. STA classifies the critical path startpoint as an input pin. The fraction of the core area occupied by cells at floorplan came out at 30.8%. The global-route wire length before repair is 10,800 um.

Before antenna repair, the detailed router went through 4 iterations. The final estimated routing congestion in global placement is 0.893. The flow ran to the end, and the final reports show no timing, DRC or antenna violations. The power density relative to cell area is 106 mW/mm^2. The largest incremental delay on the critical path came out at approximately 0.47 ns. The pre-CTS worst setup slack came out at -0.493 ns.

The total placed instance area is 0.00382 mm^2. The achievable clock frequency came out at 0.0941 GHz. The library cells used most frequently in the layout, excluding fill and tap cells, are sky130_fd_sc_hd__clkdlybuf4s50_1, sky130_fd_sc_hd__ha_1, sky130_fd_sc_hd__buf_4. The largest net degree at the start of global routing is 16. The placement report lists the number of port buffers as between 80 and 90. In the final layout, the fill cell count is slightly above 700. The area taken by multi-input logic gates came out at about 0.0026 mm^2. The timing report shows that the slowest cell on the worst path is sky130_fd_sc_hd__clkdlybuf4s50_1. The number of hold buffers added after cts came out at 0. The post-route antenna net violation count came out at 0. Counting only logic cells after layout, the most numerous master is sky130_fd_sc_hd__clkdlybuf4s50_1. The area reported by Yosys stat came out at approximately 0.0025 mm^2.
-- through the flow --
stage | hold slack (ns) | TNS (ns) | std cells
6_report | 5.41 | 0 | 583
2_1_floorplan | 4.83 | 0 | 336
3_3_place_gp | 5.95 | -1.55 | 568
4_1_cts | 5.81 | 0 | 575
3_5_place_dp | 5.96 | -1.81 | 568
5_1_grt | 5.48 | -0.0624 | 583
-- cells in the mapped netlist, drive strengths merged --
cell type  number  area (um^2)
a41oi           3         26.3
o311a           1         21.3
and3            3         18.8
buf             2         31.3
mux2           11          124
ha             71          888
a21oi          34          174
o22ai           1         6.26
a21o           10         75.1
o221ai          1         15.0
o21ai          15         75.1
o21a            7         52.6
inv            57          214
nor2           28          105
nand4           2         12.5
mux2i          28          280
o32a            1         10.0
a31oi           1         6.26
o2111ai         3         26.3
o211ai          1         7.51
a211oi          3         22.5
nand3           4         20.0
clkbuf          5         18.8
a21boi          1         7.51
nand2b          7         58.8
nor3            3         15.0
o311ai          1         8.76
o31ai           1         7.51
or2             1         6.26
or3             1         6.26
nor2b           3         18.8
a2111oi         3         63.8
nand2          21         78.8
a211o           1         8.76
a22oi           1         7.51
-- cells by family (layout without fill, tap and decap cells) --
kind of cell    count (synthesis)  count (layout)  share of synthesized area (%)
simple gates                   73              73                           13.5
buf+inv                        64             206                           10.5
mux                            39              39                           16.0
compound gates                 89              89                           24.7
fa+ha+maj                      71              71                           35.3
-- final timing paths --
kind	start	to	slack [ns]	cells after the start
max	ins6[7]	w[0]	0.17	30
min	ins7[7]	w[2]	5.41	9
-- power breakdown --
group / switching, mW / internal [mW] / leakage (nW) / total (mW)
clock network: 0 / 0 / 0 / 0
registers: 0 / 0 / 0 / 0
logic: 0.202 / 0.259 / 2.21 / 0.461
total: 0.202 / 0.259 / 2.21 / 0.461
-- routing by layer --
| metal | up-vias | part of all wire (%) | wire, um | GRT usage, % |
|---|---|---|---|---|
| met3 | 6 | 5.9 | 415 | 0.496 |
| li1 | 1491 | - | - | - |
| met2 | 74 | 42 | 2950 | 24.9 |
| met1 | 1246 | 51 | 3570 | 22.9 |
| met4 | 0 | 0.99 | 69 | 0.897 |
| met5 | - | 0 | 0 | 0 |
-- cell type report --
class | count | area share, %
inverters | 57 | 4.92
multi-input cells | 272 | 60.3
well taps | 105 | 3.02
repair buffers | 149 | 31.7
-- worst max-delay path: cells and delay by family --
family / cells / cell delay [ns]
AOI/OAI and AO/OA: 10 / 2.02
adders and majority gates: 4 / 1.07
buffers and inverters: 8 / 1.60
muxes: 4 / 0.88
and+or+nand+nor: 4 / 0.71
-- repair_timing --
item | CTS | global route
pin swaps | 10 | 20
buffers inserted | 6 | 9
resized | 40 | 48
endpoints found under the setup margin | 4 | 4
cloned | 1 | 0
hold endpoints to repair | 0 | 0
Power figures rest on the tool's default switching activity, not on a simulated workload.
